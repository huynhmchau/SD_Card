### design/flow/run.sh
#!/bin/bash
# OpenROAD 26Q1-2900-gdf79404cd8, Yosys 0.63+post, stock flow scripts
make -C /OpenROAD-flow-scripts/flow DESIGN_CONFIG=/design/flow/config.mk WORK_HOME=/design/flow/orfs finish
### design/flow/config.mk
export PLATFORM = sky130hd
export DESIGN_NAME = sd_card
export DESIGN_NICKNAME = sd_card
export VERILOG_FILES = /design/flow/design.v
export SDC_FILE = /design/flow/constraint.sdc
export NUM_CORES = 4
export LEC_CHECK = 1
export CORE_UTILIZATION = 30
### design/flow/constraint.sdc
current_design sd_card

set clk_period 3.2
set clk_io_pct 0.2

create_clock -name clk0 -period $clk_period [get_ports {CLOCK_50}]

set non_clock_inputs [all_inputs -no_clocks]
set_input_delay [expr $clk_period * $clk_io_pct] -clock clk0 $non_clock_inputs
set_output_delay [expr $clk_period * $clk_io_pct] -clock clk0 [all_outputs]
### design/flow/design.v
module clock_divisor(
	input clk_50,
	output reg clk_250k
);
reg [15:0] count_update;
parameter count_250kHz = 200;  
always @(posedge clk_50)begin
	if(count_update == count_250kHz)begin
		count_update = 0;
		clk_250k = ~clk_250k;
	end
	else count_update = count_update + 1;
end 
endmodule
module edge_detect(
	input clk_50,
	input clk_250k,
	output[1:0] out	
);
reg[1:0] out_bits;
assign out = out_bits;
always @(posedge clk_50)begin
	out_bits <= {out_bits[0], clk_250k};
end
endmodule
module init_block(
	input input_clk,  
	input input_clk_inv,  
	input MISO_bit,  
	output reg CS_bit,  
	output reg MOSI_bit,  
	output reg [15:0] response  
);
localparam WAIT_74_CYCLE = 0, SEND_CMD0 = 1, READ_CMD0_RESP = 2, SEND_CMD8 = 3, READ_CMD8_RESP = 4, 
			  SEND_CMD55 = 5, READ_CMD55_RESP = 6, SEND_CMD41 = 7, READ_ACMD41_RESP = 8, END = 9;
localparam CMD0 = 48'h400000000095, CMD8 = 48'h48000001AA87, CMD55 = 48'h7700000000FF, CMD41 = 48'h6940000000FF;
reg[3:0] state = 0, next_state = 0;
reg[15:0] clock_counter = 0;
reg[47:0] MOSI = 0;
reg[15:0] recv_data = 0;
reg activator = 0;
always@(posedge input_clk)begin
	state <= next_state;
	if(clock_counter == 372 && response[7:0] != 8'b00000000)begin
		clock_counter <= 243;
	end
	else begin
		clock_counter <= clock_counter + 1;
	end
	if(clock_counter < 373) begin
		activator <= 1;
		response <= recv_data;
	end
	else activator <= 0;
end
always@(state)begin
	case(state)
		WAIT_74_CYCLE:begin
			if(clock_counter == 80)begin
				next_state = SEND_CMD0;
			end
			else begin
				next_state = WAIT_74_CYCLE;
			end
		end
		SEND_CMD0:begin
			if(clock_counter > 80 && clock_counter < 128)begin
				next_state = SEND_CMD0;
			end
			else begin  
				next_state = READ_CMD0_RESP;
			end
		end	
		READ_CMD0_RESP:begin
			if(clock_counter > 128 && clock_counter < 145)begin
				next_state = READ_CMD0_RESP;
			end
			else begin  
				next_state = SEND_CMD8;
			end
		end
		SEND_CMD8:begin
			if(clock_counter > 145 && clock_counter < 193)begin
				next_state = SEND_CMD8;
			end
			else begin  
				next_state = READ_CMD8_RESP;
			end
		end
		READ_CMD8_RESP:begin
			if(clock_counter > 193 && clock_counter < 242)begin
				next_state = READ_CMD8_RESP;
			end
			else begin  
				next_state = SEND_CMD55;
			end
		end
		SEND_CMD55:begin
			if(clock_counter > 242 && clock_counter < 290)begin
				next_state = SEND_CMD55;
			end
			else begin  
				next_state = READ_CMD55_RESP;
			end
		end
		READ_CMD55_RESP:begin
			if(clock_counter > 290 && clock_counter < 307)begin
				next_state = READ_CMD55_RESP;
			end
			else begin  
				next_state = SEND_CMD41;
			end
		end
		SEND_CMD41:begin
			if(clock_counter > 307 && clock_counter < 355)begin
				next_state = SEND_CMD41;
			end
			else begin  
				next_state = READ_ACMD41_RESP;
			end
		end
		READ_ACMD41_RESP:begin
			if(clock_counter > 355 && clock_counter < 372)begin
				next_state = READ_ACMD41_RESP;
			end
			else begin  
				if(response[7:0] != 8'b00000000) begin
					next_state = SEND_CMD55;
				end
				else begin
					next_state = END;
				end
			end
		end
		END:begin end
		default:begin end
	endcase
end
always @(posedge input_clk_inv)begin
	if(activator == 1)begin
		case(state)
			WAIT_74_CYCLE:begin
				CS_bit <= 1;
				MOSI_bit <= 1;
				MOSI <= CMD0;  
			end
			SEND_CMD0:begin
				CS_bit <= 0;
				MOSI_bit <= MOSI[47];
				MOSI = MOSI << 1;
			end	
			READ_CMD0_RESP:begin
				CS_bit <= 0;
				MOSI_bit <= 1;
				MOSI <= CMD8;  
				recv_data <= {recv_data[14:0], MISO_bit}; 
			end
			SEND_CMD8:begin
				CS_bit <= 0;
				MOSI_bit <= MOSI[47];
				MOSI = MOSI << 1;
			end
			READ_CMD8_RESP:begin
				CS_bit <= 0;
				MOSI_bit <= 1;
				MOSI <= CMD55;  
				recv_data <= {recv_data[14:0], MISO_bit}; 
			end
			SEND_CMD55:begin
				CS_bit <= 0;
				MOSI_bit <= MOSI[47];
				MOSI = MOSI << 1;
			end
			READ_CMD55_RESP:begin
				CS_bit <= 0;
				MOSI_bit <= 1;
				MOSI <= CMD41;  
				recv_data <= {recv_data[14:0], MISO_bit};
			end
			SEND_CMD41:begin
				CS_bit <= 0;
				MOSI_bit <= MOSI[47];
				MOSI = MOSI << 1;
			end
			READ_ACMD41_RESP:begin
				CS_bit <= 0;
				MOSI_bit <= 1;
				MOSI <= CMD55;  
				recv_data <= {recv_data[14:0], MISO_bit};
			end
			END:begin end
			default:begin end
		endcase
	end
	else begin
		CS_bit <= 1;
		MOSI_bit <= 0;
		recv_data <= 16'h0;
	end
end
endmodule
module sd_card(
	input CLOCK_50,  
	input [3:3] KEY,
	inout [3:0]SD_DAT,  
	output SD_CLK,	 
	output SD_CMD,	 
	output[15:0] LEDR
);
wire sd_clk_wire, gate_sig_wire;
wire slow_clk, gated_50M;
wire [15:0] response_sig;
sd_controller sd_contr(CLOCK_50, SD_CLK, KEY[3], response_sig[15:0], gate_sig_wire);
and andgate(gated_50M, CLOCK_50, gate_sig_wire);
clock_divisor clk_div(gated_50M, slow_clk);
sd_interface sd_int(slow_clk, SD_DAT[0], SD_DAT[3], SD_CMD, SD_CLK, response_sig[15:0]);
assign LEDR[15:0] = response_sig[15:0];
endmodule
module sd_controller(
	input	CLOCK_50,	 
	input	sd_clk_in,
	input start_btn,
	input[15:0] response_signal,
	output reg gate_signal
);
wire[1:0]clk_250k_edge;
edge_detect edged(CLOCK_50, sd_clk_in, clk_250k_edge[1:0]);
localparam WAIT = 0, EDGE_DETECT = 1;
reg state, next_state;
reg[15:0] edge_counter;
always @(posedge CLOCK_50)begin
	if(start_btn == 0)begin
		state <= next_state;
		if(state == EDGE_DETECT) edge_counter <= edge_counter + 1;
		if(edge_counter > 362 && response_signal[7:0] == 8'b00000000) gate_signal <= 0;
		else gate_signal <= 1;
	end
	else gate_signal <= 0;
end
always @(state)begin
	case(state)
		WAIT:begin
			if(clk_250k_edge == 2'b10) next_state = EDGE_DETECT;
			else next_state = WAIT;
		end
		EDGE_DETECT:begin
			if(clk_250k_edge != 2'b10) next_state = WAIT;
			else next_state = EDGE_DETECT;
		end
	endcase
end
endmodule
module sd_interface(
	input input_slow_clk,  
	input MISO_bit,  
	output CS_bit,  
	output MOSI_bit,  
	output out_250k_clk,  
	output [15:0] response_LED  
);
wire clk_invert;
init_block init(input_slow_clk, clk_invert, MISO_bit, CS_bit, MOSI_bit, response_LED);
assign clk_invert = ~input_slow_clk;
assign out_250k_clk = input_slow_clk;
endmodule
==> results.py <==
# Flow results
metrics = {
    "outcome": {
        "outcome": "aborted with a tool error",
        "lastStage": "clock tree synthesis (4_1_cts)",
        "error": "[error] [KeplerFormal.cpp:679] Workflow failed: Iso has multiple drivers: .SD_DAT3, SD_DAT[3]$_SDFFE_NN1P_.Q0",
    },
    "synth": {
        "syn_area_um2": 6050,
        "ys_ff": 144,
        "area_leaders": "edfxtp_1 41%, dfxtp_1 19%, and3_1 3.7%",
        "synthArstFlopShare_pct": 0,
        "ys_cells": 512,
        "top_area_cell": "edfxtp_1",
        "postSynthCellCount": 512,
        "yosysWarningCount": 4,
        "avgSynthCellArea_um2": 11.8,
        "ys_chip_area_um2": 6050,
        "edf_count": 82,
        "ys.flop_type": "edfxtp_1",
        "synthDistinctLibCells": 56,
        "top_area_share_pct": 40.7,
    },
    "die": {
        "die_x_um": 144,
        "chipHeight_um": 144,
        "fp-row-count": 51,
        "io_pins": 24,
        "initial_core_util_pct": 30.9,
    },
    "clocking": {
        "hold_buffers": 2,
        "cts.repair.resized": 0,
        "postCtsSetupRepairBufs": 0,
    },
    "place": {
        "gp_congestion": 0.858,
        "io_buffers": 19,
        "dp_cells": 779,
        "place_hpwl_um": 6650,
        "place_area_um2": 6460,
    },
    "final_timing": {
        "unclocked_pins": 107,
        "untimed_endpoints": 192,
    },
}
-- cell usage after synthesis, types with 4 or more instances --
library cell / instances
edfxtp_1: 82
dfxtp_1: 58
nor2_1: 38
and3_1: 36
nand2_1: 31
xnor2_1: 23
nand3_1: 22
nor2b_1: 22
xor2_1: 20
mux2i_1: 17
inv_1: 16
o21ai_0: 15
a21oi_1: 12
clkbuf_1: 12
a21o_1: 10
ha_1: 8
nor3_1: 7
or3_1: 7
nand4_1: 6
nor4_1: 6
buf_6: 5
dlxtn_1: 4
nand2b_1: 4
or4_1: 4
-- kinds of logic after synthesis --
logic type | after synthesis | share of synthesized area (%)
compound gates | 59 | 6.60
xor+xnor | 43 | 6.22
fa+ha+maj | 8 | 1.65
buf+inv | 40 | 3.80
flops | 140 | 59.9
latches | 4 | 0.993
mux | 17 | 2.81
simple gates | 201 | 18.0
-- stage by stage --
stage / setup slack [ns] / hold slack [ns]
global placement: 1.38 / -1.33
floorplan: 1.36 / -1.33
detailed placement: 1.35 / -1.33
